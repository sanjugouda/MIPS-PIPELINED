## /design/flow/config.mk

```make
export PLATFORM = sky130hd
export DESIGN_NAME = ALU
export DESIGN_NICKNAME = ALU
export VERILOG_FILES = /design/flow/design.v
export SDC_FILE = /design/flow/constraint.sdc
export NUM_CORES = 4
export LEC_CHECK = 1
export CORE_UTILIZATION = 30
```

## /design/flow/constraint.sdc

```tcl
current_design ALU

set clk_period 2.7
set clk_io_pct 0.2

create_clock -name clk0 -period $clk_period

set non_clock_inputs [all_inputs -no_clocks]
set_input_delay [expr $clk_period * $clk_io_pct] -clock clk0 $non_clock_inputs
set_output_delay [expr $clk_period * $clk_io_pct] -clock clk0 [all_outputs]
```

## /design/flow/design.v

```verilog
module ALU(i_reset,i_data1, i_data2, i_ALUControl, i_shiftAmount, o_overFlow, o_zero, o_ALUResult);
input wire i_reset;
input wire signed [31:0] i_data1,i_data2;
input wire [3:0] i_ALUControl;
input wire [4:0] i_shiftAmount;
output reg o_overFlow, o_zero;
output reg signed [31:0] o_ALUResult;
wire [31:0] w_neg_data2;
assign w_neg_data2 = -i_data2;
parameter ADD = 4'b0000;
parameter SUB = 4'b0001;
parameter AND = 4'b0010;
parameter OR = 4'b0011;
parameter SHFT_L = 4'b0100;
parameter SHFT_R_L = 4'b0101;
parameter SHFT_R_A = 4'b0110;
parameter GREATER = 4'b0111;
parameter LESS = 4'b1000;
parameter NOR = 4'b1001;
always @(i_ALUControl, i_data1, i_data2,i_reset)
begin
if(i_reset)
o_zero = 1'b0;
else if(i_data1 == i_data2)
o_zero = 1'b1;
else
o_zero = 1'b0;
case(i_ALUControl)
ADD: 
	begin	
	o_ALUResult = i_data1 + i_data2;
	if(i_data1[31] == i_data2[31] && o_ALUResult[31] == ~i_data1[31])
	o_overFlow = 1'b1;
	else
	o_overFlow = 1'b0;
	end
SUB:
	begin
	o_ALUResult = i_data1 + w_neg_data2;
	if(i_data1[31] == w_neg_data2[31] && o_ALUResult[31] == ~i_data1[31])
	o_overFlow = 1'b1;
	else
	o_overFlow = 1'b0;
	end
AND:
	o_ALUResult = i_data1 & i_data2;
OR:
	o_ALUResult = i_data1 | i_data2;
SHFT_L:
	o_ALUResult = i_data1 << i_shiftAmount;
SHFT_R_L:
	o_ALUResult = i_data1 >> i_shiftAmount;
SHFT_R_A:
	o_ALUResult = i_data1 >>> i_shiftAmount;
GREATER:
	begin
	if(i_data1 > i_data2)
	o_ALUResult = 1;
	else
	o_ALUResult = 0;
	end
LESS:
	begin
	if(i_data1 < i_data2)
	o_ALUResult = 1;
	else
	o_ALUResult = 0;
	end
NOR:
	o_ALUResult = ~(i_data1 | i_data2);
endcase
end
endmodule
```

## /design/flow/run.sh

```bash
#!/bin/bash
# OpenROAD 26Q1-2900-gdf79404cd8, Yosys 0.63+post, stock flow scripts
make -C /OpenROAD-flow-scripts/flow DESIGN_CONFIG=/design/flow/config.mk WORK_HOME=/design/flow/orfs finish
```

==> impl_metrics.py <==
# Synthesis and PnR figures
metrics = {
    "die": {
        "chip_area_um2": 35100,
        "row_count": 67,
        "dieWidth_um": 187,
        "coreArea_um2": 33700,
        "ioPinCount": 108,
        "initial_utilization": 0.306,
        "die_height_um": 187,
    },
    "critical_path": {
        "cp.arrival_ns": 1.89,
        "critical_path.startpoint_type": "input pin",
        "worstSetupPathType": "in -> out",
        "path_max_fanout": 2,
        "critical_path.cell_chain": "buf_2 > inv_1 > ha_1 > or4_4 > nor2_4 > nand2_4 > nor2_2 > dlymetal6s2s_1",
        "setup.worst_path.end_class": "output pin",
        "critPathRequiredTime_ns": 2.16,
        "slowest_stage": "sky130_fd_sc_hd__or4_4",
        "critPathMaxStageDelay_ns": 0.43,
        "critical_path.startpoint": "i_data1[16]",
    },
    "route": {
        "dr.pass1.iters": 5,
        "num_vias": 12100,
        "route.detailed.drc": 0,
        "detail_route.antenna_diodes": 0,
        "drt_first_iter_violations": 1108,
        "detail_route.wirelength_mm": 46.3,
        "ant_nets": 0,
        "vias_per_cell": 5.69,
        "wl_per_cell_um": 21.8,
    },
    "synth": {
        "post_synth_num_cell_types": 79,
        "top_logic_kind": "AND-OR/OR-AND gates",
        "ys_warn_count": 1,
        "synth.cellmix.xorXnorShare": 0.0628,
        "syn-cell-area_um2": 10300,
        "ys_sh_aoi": 0.301,
        "area_of_the_synthesized_netlist_per_yosys_stat_um2": 10300,
        "syn-instance-count": 1500,
        "synthFlopType": "sky130_fd_sc_hd__dlxtn_1",
        "multiplexer_share_of_the_synthesized_area": 0.139,
        "yosys.area_share.simple": 0.209,
        "synthAdderAreaFrac": 0.167,
        "edf_count": 0,
        "synth.ff_latch_count": 33,
        "synth.yosys.num_cells": 1500,
        "syn-mean-instance-area_um2": 6.87,
        "postSynth.asyncResetShare": 0,
    },
    "hold_path": {
        "hold_class": "in -> out",
        "holdCritStartpoint": "i_reset",
        "hold_crit_depth": 3,
    },
    "global_routing": {
        "groute.usage.overall": 0.260,
        "global_route_wire_length_before_repair_mm": 68.4,
        "maximum_number_of_pins_on_one_net_before_global_route_repair": 79,
        "antenna_found_initial": 0,
        "grt_overflow_total": 0,
        "grt_pass1_vias": 11100,
    },
    "timing": {
        "number_of_register_pins_that_no_clock_reaches": 33,
        "count_of_pins_over_their_slew_limit": 0,
        "fmaxAchievable_mhz": 412,
        "setup_violations": 0,
        "unrepaired_setup_endpoints_after_global_routing": "false",
        "timing.final.crit_period_ns": 2.43,
        "slew_headroom": 0.374,
        "hold_violation_total_from_the_final_report": 0,
        "layout_worst_path_cycle_share": 0.899,
        "untimed_endpoints": 66,
        "tightest_slew_ns": 0.935,
    },
    "pwr": {
        "leakage_power_total_nw": 5.95,
        "peakVddDrop_mv": 0.0650,
        "p_per_area_nw_per_um2": 201,
    },
    "final_layout": {
        "utilization": 0.396,
        "most_frequent_cells_in_the_layout": "sky130_fd_sc_hd__buf_4 (170), sky130_fd_sc_hd__nor2_1 (154), sky130_fd_sc_hd__nand2_1 (147), sky130_fd_sc_hd__a21oi_1 (124), sky130_fd_sc_hd__o21ai_0 (121)",
        "fillers": 3449,
        "layout.cells.non_filler": 2129,
        "area_growth_pct": 29.4,
        "stdcell_area_um2": 13300,
        "highest_count_logic_cell_in_the_final_layout": "sky130_fd_sc_hd__buf_4",
        "final_layout_size_suffix_gt1_frac": 0.218,
    },
    "job": {
        "maxCapViolations": 0,
        "stage_log_warnings": 104,
    },
    "placement": {
        "dp_hpwl_mm": 37.5,
        "routabilityCongestion": 1.02,
        "cell_count_after_placement": 2122,
        "placement.io_buffers": 108,
        "placed_cell_area_um2": 12800,
    },
    "run_status": {
        "status": "complete, no violations",
    },
}
## state kept, by name (all words and copies together), names as in the netlist
signal       flops
o_ALUResult     32
o_overFlow       1
## metal layers
layer  GRT usage  routed length, um  vias up
li1            -                  -     5854
met1       0.392              21000     5654
met2       0.375              19300      551
met3      0.0682               4990       52
met4      0.0460                997        0
met5           0                  0        -
## metrics by stage
step | setup WS [ns] | hold slack (ns) | TNS, ns | total power [mW]
2_1_floorplan | 0.355 | 1.09 | 0 | 1.52
3_3_place_gp | -0.903 | 1.97 | -0.903 | 2.51
3_5_place_dp | -0.939 | 1.96 | -0.939 | 2.50
4_1_cts | -0.626 | 1.97 | -0.626 | 2.53
5_1_grt | 0.223 | 1.67 | 0 | 2.90
6_report | 0.272 | 1.65 | 0 | 2.67
## power by group
part / switching, mW / internal [mW]
Sequential: 0.00898 / 0.0715
Clock: 0 / 0
Combinational: 1.50 / 1.09
## timing repair
item | CTS | global route
gates cloned | 0 | 0
resized | 15 | 226
setup buffers | 1 | 6
hold buffers | 0 | 0
pin swaps | 4 | 25
setup endpoints to repair | 1 | 1
## layout make-up
| class | instances | area, um^2 | area share |
|---|---|---|---|
| inverters | 101 | 402 | 0.0301 |
| multi-input cells | 1273 | 9590 | 0.719 |
| flip-flops and latches | 33 | 495 | 0.0372 |
| well taps | 448 | 561 | 0.0420 |
| repair buffers | 274 | 2280 | 0.171 |
## synthesized netlist by cell type (4+ instances only)
library cell                number  area (um^2)
sky130_fd_sc_hd__nor2b_1         8         50.1
sky130_fd_sc_hd__dlxtn_1        33          495
sky130_fd_sc_hd__nor3_1         32          160
sky130_fd_sc_hd__a21o_1         14          105
sky130_fd_sc_hd__ha_1          134         1680
sky130_fd_sc_hd__a31oi_1         9         56.3
sky130_fd_sc_hd__nand2_1       150          563
sky130_fd_sc_hd__a21oi_1       124          621
sky130_fd_sc_hd__nand4_1        12         75.1
sky130_fd_sc_hd__clkbuf_1       66          248
sky130_fd_sc_hd__mux4_2         21          473
sky130_fd_sc_hd__nor4_1         13         81.3
sky130_fd_sc_hd__o211ai_1       29          218
sky130_fd_sc_hd__o31ai_1         5         37.5
sky130_fd_sc_hd__nand2b_1       12         75.1
sky130_fd_sc_hd__and3_1         14         87.6
sky130_fd_sc_hd__inv_1          99          372
sky130_fd_sc_hd__xor2_1         15          131
sky130_fd_sc_hd__or3_1          12         75.1
sky130_fd_sc_hd__o21bai_1       14          105
sky130_fd_sc_hd__buf_1          11         41.3
sky130_fd_sc_hd__o31a_1          6         52.6
sky130_fd_sc_hd__a221oi_1       24          210
sky130_fd_sc_hd__o21ai_1         7         35.0
sky130_fd_sc_hd__xnor2_1        57          499
sky130_fd_sc_hd__a211o_1         9         78.8
sky130_fd_sc_hd__nor3b_1         5         37.5
sky130_fd_sc_hd__nor2_1        157          589
sky130_fd_sc_hd__buf_2          12         60.1
sky130_fd_sc_hd__mux2_2         26          293
sky130_fd_sc_hd__mux2i_1        67          671
sky130_fd_sc_hd__o21ai_0       122          611
sky130_fd_sc_hd__a22oi_1        17          128
sky130_fd_sc_hd__buf_4           4         30.0
sky130_fd_sc_hd__and2_1          6         37.5
sky130_fd_sc_hd__o221ai_1        4         35.0
sky130_fd_sc_hd__o22ai_1        13         81.3
sky130_fd_sc_hd__nand3_1        26          130
sky130_fd_sc_hd__a221o_1         5         50.1
sky130_fd_sc_hd__a2111oi_0       4         35.0
sky130_fd_sc_hd__o21a_1         13         97.6
sky130_fd_sc_hd__or4_1           5         37.5
sky130_fd_sc_hd__nand3b_1        5         37.5
sky130_fd_sc_hd__a211oi_1       22          165
## logic make-up after synthesis
| family | count (synthesis) |
|---|---|
| buffers and inverters | 194 |
| muxes | 114 |
| adders and majority gates | 136 |
| latches | 33 |
| and+or+nand+nor | 468 |
| AOI/OAI and AO/OA | 482 |
| xor gates and xnor gates | 73 |
## worst max-delay path: cells and delay by family
family        cells  cell delay (ns)
simple gates      4             0.74
fa+ha+maj         1             0.31
buf+inv           3             0.28
## path summary, 6_finish.rpt
| path | to | slack (ns) |
|---|---|---|
| max | o_zero | 0.27 |
| min | o_zero | 1.65 |
Power is estimated from default activity; no workload was simulated.
