==> flow/design.v <==
module DataMemory (i_clk,i_MemWrite,i_Memread,i_address,i_writeData,o_readData);
input i_MemWrite,i_Memread,i_clk;
input [31:0] i_address,i_writeData;
output reg [31:0] o_readData;
reg[31:0] memory [0:31];
always@(negedge i_clk)  
begin
   if(i_MemWrite==1)
      memory[i_address]<=i_writeData;
end
always@(i_address or i_Memread)
begin
  if(i_Memread==1)
     o_readData=memory[i_address];
end
endmodule
==> flow/run.sh <==
#!/bin/bash
# OpenROAD 26Q1-2900-gdf79404cd8, Yosys 0.63+post, stock flow scripts
make -C /OpenROAD-flow-scripts/flow DESIGN_CONFIG=/design/flow/config.mk WORK_HOME=/design/flow/orfs finish
==> flow/config.mk <==
export PLATFORM = sky130hd
export DESIGN_NAME = DataMemory
export DESIGN_NICKNAME = DataMemory
export VERILOG_FILES = /design/flow/design.v
export SDC_FILE = /design/flow/constraint.sdc
export NUM_CORES = 4
export LEC_CHECK = 1
export CORE_UTILIZATION = 40
==> flow/constraint.sdc <==
current_design DataMemory

set clk_period 3.4
set clk_io_pct 0.2

create_clock -name clk0 -period $clk_period [get_ports {i_clk}]

set non_clock_inputs [all_inputs -no_clocks]
set_input_delay [expr $clk_period * $clk_io_pct] -clock clk0 $non_clock_inputs
set_output_delay [expr $clk_period * $clk_io_pct] -clock clk0 [all_outputs]
==> flow_metrics.env <==
# physical design summary
export IMPL_placed_cell_area_um2=43700
export IMPL_num_rows=114
export IMPL_synth_main_ff_cell="edfxtp_1"
export IMPL_setup_viol=1
export IMPL_die_w_um=316
export IMPL_grt_pass1_vias=26800
export IMPL_area_growth_syn_to_layout_pct=31.3
export IMPL_unclocked_regs=32
export IMPL_grt_setup_unrepaired="true"
export IMPL_numCtsBuffers=105
export IMPL_netlist_area_leader_share_pct=77.8
export IMPL_min_path_type="input pin to register"
export IMPL_h_tree_depth=3
export IMPL_maxCapViolations=0
export IMPL_firstDrtPassIters=6
export IMPL_viasPerCell=5.00
export IMPL_ys_cells=2108
export IMPL_wl_mm=101
export IMPL_grt_max_degree=51
export IMPL_critPathCaptureType="register"
export IMPL_drtIter0Drc=1367
export IMPL_antenna_found_initial=4
export IMPL_aoi_share_pct=4.08
export IMPL_ys_warn_count=1
export IMPL_cp_max_fo=5
export IMPL_crit_chain="dlygate4sd2_1 -> or3b_4 -> buf_6 -> buf_6 -> nor2_4 -> buf_12 -> buf_12 -> buf_16"
export IMPL_most_common_cell="edfxtp_1"
export IMPL_hold_buffers=0
export IMPL_synth_area_um2=39500
export IMPL_criticalPathCategory="input pin to register"
export IMPL_synthTopCellsByCount="edfxtp_1, mux2i_1, o22ai_1"
export IMPL_warnings=1056
export IMPL_synth_cell_type_count=24
export IMPL_hp_start="i_writeData[27]"
export IMPL_grt_usage_pct=22.6
export IMPL_fp_util_pct=40.6
export IMPL_async_flop_share_pct=0
export IMPL_clk_path_buf_depth=3
export IMPL_vias=23700
export IMPL_coreArea_um2=97300
export IMPL_ant_nets=0
export IMPL_relSlewSlack_pct=25.5
export IMPL_worstHoldEndpoint="memory[20][27]$_DFFE_NP_"
export IMPL_cts_root_buf="clkbuf_16"
export IMPL_holdPathStages=2
export IMPL_stdcell_count=4748
export IMPL_violations="negative setup slack"
export IMPL_topCellsByArea="edfxtp_1, mux2i_1, o22ai_1, dlxtp_1, buf_2"
export IMPL_yosysChipArea_um2=39500
export IMPL_chipArea_um2=100000
export IMPL_ys_sh_xor_pct=0
export IMPL_post_route_cell_area_um2=51900
export IMPL_dpl_worst_slack_ns=-1.08
export IMPL_synthMuxAreaShare_pct=13.0
export IMPL_power_density_nw_per_um2=623
export IMPL_nFillCells=7306
export IMPL_synth_avg_cell_area_um2=18.7
export IMPL_critical_path_required_ns=2.08
export IMPL_placed_cells=3493
export IMPL_worst_pin_slew_ns=1.11
export IMPL_die_h_um=316
export IMPL_wl_per_cell_um=21.4
export IMPL_io_pins=99
export IMPL_timing_hold_ws_ns=2.52
export IMPL_critical_path_slowest_cell="or3b_4"
export IMPL_drive_above_1_share_pct=12.6
export IMPL_gr_total_overflow=0
export IMPL_cp_start_kind="input pin"
export IMPL_portBuffers=71
export IMPL_setup_slack_ns=-0.000800
export IMPL_run_status="complete, but fails checks"
export IMPL_simple_gate_area_share_pct=2.24
export IMPL_ys_flops=1056
export IMPL_hold_viol=0
export IMPL_ys_sh_adder_pct=0
export IMPL_setup_tns_ns=-0.000800
export IMPL_p_leak_uw=0.0222
export IMPL_routabilityCongestion=0.951
export IMPL_syn_inst=2108
export IMPL_clk_pin_slew_worst_paths_ns=0.04
export IMPL_largest_area_cell="edfxtp_1"
export IMPL_worstPathArrival_ns=2.08
export IMPL_cts_tree="done"
export IMPL_drcViolationCount=0
export IMPL_topCombFamilyByArea="multiplexers"
export IMPL_synth_edff_count=1024
export IMPL_grt_pass1_wl_mm=150
export IMPL_dp_hpwl_mm=61.5
export IMPL_untimed_endpoints=64
export IMPL_maxSlewViolCount=0
export IMPL_ir_drop_mv=0.411
export IMPL_cpPeakStageDelay_ns=0.38
[state kept, by name (all words and copies together) (netlist names)]
signal,cells
o_readData,32
memory,1024
[metrics by stage]
step           power [uW]  util (%)
5_1_grt             34400      53.3
4_1_cts             32800      53.5
6_report            32300      53.3
3_5_place_dp        17600      45.0
2_1_floorplan       16800         -
3_3_place_gp        17600      45.0
[cell usage in the layout, fill, tap and decap left out, drive strengths merged]
| cell | netlist | layout |
|---|---|---|
| or3 | 1 | 1 |
| clkbuf | 30 | 106 |
| o22ai | 256 | 256 |
| nand4 | 1 | 1 |
| clkdlybuf4s15 | 0 | 3 |
| or4 | 1 | 1 |
| clkdlybuf4s50 | 0 | 64 |
| nand3b | 4 | 4 |
| clkinvlp | 0 | 30 |
| bufinv | 0 | 22 |
| nor2 | 29 | 29 |
| nand2 | 34 | 34 |
| or4b | 4 | 4 |
| nor3 | 4 | 4 |
| bufbuf | 0 | 1 |
| mux2i | 512 | 512 |
| clkinv | 0 | 5 |
| nand4bb | 6 | 6 |
| edfxtp | 1024 | 1024 |
| diode | 0 | 1 |
| or3b | 3 | 3 |
| nand4b | 4 | 4 |
| inv | 1 | 1053 |
| nor4 | 64 | 64 |
| dlygate4sd2 | 0 | 1 |
| dlxtp | 32 | 32 |
| buf | 96 | 205 |
| nand3 | 2 | 2 |
[power breakdown]
group          switching, uW  total (uW)  internal (uW)  leakage, uW
registers               42.1       14300          14200      0.00947
clock network           7640       16600           8960      0.00725
logic                    909        1470            559      0.00544
total                   8590       32300          23700       0.0222
[worst max-delay path: cells and delay by family]
| family | cells | cell delay [ns] |
|---|---|---|
| AND/OR/NAND/NOR | 2 | 0.49 |
| buffers and inverters | 6 | 0.90 |
[cell families (layout without fill, tap and decap cells)]
logic type             count (synthesis)  after routing
flip-flops                          1024           1024
multiplexers                         512            512
AND-OR/OR-AND                        256            256
AND/OR/NAND/NOR                      157            157
buffers and inverters                127           1490
latches                               32             32
other                                  0              1
[layer usage]
layer	GRT usage [%]	vias to the layer above	wire, um
met5	0.710	-	114
met1	26.1	11300	35700
met3	20.2	111	17100
met2	30.8	1186	47100
met4	7.19	4	1350
li1	-	11200	-
[repair_timing]
| item | 4_1_cts | 5_1_grt |
|---|---|---|
| pin swaps | 8 | 7 |
| resized | 36 | 10 |
| gates cloned | 12 | 0 |
| setup buffers | 37 | 2 |
| hold endpoints to repair | 0 | 0 |
| endpoints found under the setup margin | 919 | 175 |
[worst max-delay path by stage]
stage	startpoint	endpoint
6_report	i_address[0]	memory[16][10]$_DFFE_NP_
5_1_grt	i_address[3]	memory[31][20]$_DFFE_NP_
4_1_cts	i_address[0]	memory[16][31]$_DFFE_NP_
[cell type report]
cell class              count  area, um^2  area share [%]
flip-flops and latches   1056       31200            60.2
clock buffers             106        2650            5.11
multi-input cells         925        7980            15.4
repair buffers            274        3550            6.83
diodes                      1        2.50         0.00482
clock inverters          1110        4880            9.40
well taps                1276        1600            3.08
Power figures rest on the tool's default switching activity, not on a simulated workload.
