==> ./config.mk <==
export PLATFORM = sky130hd
export DESIGN_NAME = ID_EX_reg
export DESIGN_NICKNAME = ID_EX_reg
export VERILOG_FILES = /design/flow/design.v
export SDC_FILE = /design/flow/constraint.sdc
export NUM_CORES = 4
export LEC_CHECK = 1
export CORE_AREA = 10 10 146 146
export DIE_AREA = 0 0 156 156
==> ./constraint.sdc <==
current_design ID_EX_reg

set clk_period 1.0
set clk_io_pct 0.2

create_clock -name clk0 -period $clk_period [get_ports {i_clk}]

set non_clock_inputs [all_inputs -no_clocks]
set_input_delay [expr $clk_period * $clk_io_pct] -clock clk0 $non_clock_inputs
set_output_delay [expr $clk_period * $clk_io_pct] -clock clk0 [all_outputs]
==> ./design.v <==
module ID_EX_reg (i_clk,i_RegWrite, i_MemtoReg, i_MemWrite, i_MemRead,i_ALUSrc, i_ALUOp, 
					i_RegDst, i_PCplus4 ,i_ReadData1_in ,i_ReadData2_in,i_SignExtendResult_in,
					i_regAddresss_in ,o_PCplus4out ,o_ReadData1_out ,o_ReadData2_out ,i_SignExtendResult_out, 
					o_rsOut ,o_rtOut ,o_rdOut, o_RegWriteOut,o_MemtoRegOut,o_MemWriteOut, 
					o_MemReadOut,o_ALUSrcOut, o_ALUOpOut, o_RegDstOut);
input wire i_RegWrite, i_MemtoReg;
input wire i_MemWrite, i_MemRead; 
input wire i_ALUSrc, i_RegDst;
input wire [3:0] i_ALUOp;
input wire [31:0] i_PCplus4 ,i_ReadData1_in ,i_ReadData2_in ,i_SignExtendResult_in;
input wire [14:0] i_regAddresss_in;
input wire i_clk;
output reg o_RegWriteOut, o_MemtoRegOut;
output reg o_MemWriteOut, o_MemReadOut;
output reg o_ALUSrcOut, o_RegDstOut;
output reg [3:0] o_ALUOpOut;
output reg [31:0] o_PCplus4out ,o_ReadData1_out ,o_ReadData2_out ,i_SignExtendResult_out;
output reg [4:0] o_rsOut ,o_rtOut ,o_rdOut;
always @(posedge i_clk)
 begin
	o_PCplus4out <= i_PCplus4;
	o_ReadData1_out <= i_ReadData1_in;
	o_ReadData2_out <= i_ReadData2_in;
	i_SignExtendResult_out <= i_SignExtendResult_in;
	o_rsOut <= i_regAddresss_in[14:10];
	o_rtOut <= i_regAddresss_in[9:5];
	o_rdOut <= i_regAddresss_in[4:0];
	o_RegWriteOut <= i_RegWrite;
	o_MemtoRegOut <= i_MemtoReg;
	o_MemWriteOut <= i_MemWrite;
	o_MemReadOut <= i_MemRead;
	o_ALUSrcOut <= i_ALUSrc;
	o_ALUOpOut <= i_ALUOp;
	o_RegDstOut <= i_RegDst;
 end
endmodule
==> ./run.sh <==
#!/bin/bash
# OpenROAD 26Q1-2900-gdf79404cd8, Yosys 0.63+post, stock flow scripts
make -C /OpenROAD-flow-scripts/flow DESIGN_CONFIG=/design/flow/config.mk WORK_HOME=/design/flow/orfs finish
==> metrics.cfg <==
[placement]
place_congestion=0.8064
dp_hpwl_microns=11190
dp_slack_ns=-0.05613
placed_cell_area_sq_um=6412
numPortBuffers=306

[job]
openroad.warnings=27
maxCapViolCount=0

[timing]
finalCriticalPeriod_ns=1.040
final_max_slew_viol_count=0
hold_viol=0
tightest_slew_ns=0.1756
max-slew-margin-rel=0.8829
setup_viol=148
fmax_mhz=961.8
finalClockPeriodUsage=1.040
rsz0062_at_grt=yes
worst_slack_ns=-0.03974

[final_layout]
combGateArea_sq_um=0
layout_top_cell=clkdlybuf4s50_1
final_cell_area_sq_um=6335
fillers=1766
area_delta_synth_final_pct=106.8
drive_gt1_frac=0.4408
layout_top_cells=clkdlybuf4s50_1 (153), buf_2 (146), dfxtp_1 (121), dfxtp_2 (32), clkbuf_16 (17)
logic_gate_count=0

[cts]
cts_setup_buffers=0
cts_buffers=17
hold_buffers=0
tritoncts=done
clock-sinks=153
cts-root-buf=clkbuf_16
htree_levels=4
path_clk_slew_ns=0.07
clock_path_buffers=2

[global_route]
grt_use_total=0.1038
antenna_found_initial=0
grt_overflow=0
grt_pass1_vias=2701
grt_max_degree=17
grt_pass1_wl_microns=18290

[route]
first_pass_iters=3
drt_iter0_drc=53
routedWlPerCell_microns=18.08
viasPerCell=3.300
vias=2373
routed_wl_microns=13000
ant_nets=0
antennaDiodeCount=0
drc_errors=0

[yosys]
ys_warn_count=1
synthCells=153
netlist_area_sq_um=3063
synth_seq_share=1.000
ys_ff=153
top_area_frac=1.000
top_area_cell=dfxtp_1
synthDistinctLibCells=1
yosys-stat-cells=153
syn_area_per_cell_sq_um=20.02
synthTopCellsByArea=dfxtp_1 (100%)
yosys_area_sq_um=3063

[setup_path]
cp_slowest_cell=dfxtp_2
worst_ep_arrival_time_ns=0.84
crit_type=reg2out
crit_chain=buf_2
max_stage_delay_ns=0.31
cp-startpoint=i_SignExtendResult_out[15]
cp-start-kind=flop
critPathMaxFanout=1
crit_cells=1
required_ns=0.80
cp-end-kind=output port
worst-path-buf-inv=1
path_delay_family=flip-flops

[power]
p_per_area_nw_per_um2=2189
ir_drop_uv=1049
power.static_leakage_nw=2.794

[floorplan]
die_h_microns=156
fp-utilization=0.1694
chipArea_sq_um=24340
ios=307
dieWidth_microns=156
core_area_sq_um=18090
row_count=49

[min_path]
worstHoldStart=i_ReadData1_in[0]
min_path_type=in2reg
whs_path_depth=1

[status]
status=complete, but fails checks
violations=setup timing

sequential cells by signal, summed over array words and instances, names as in the netlist:
name	cells
o_rsOut	5
o_rtOut	5
o_PCplus4out	32
o_ReadData2_out	32
o_MemtoRegOut	1
o_MemReadOut	1
o_MemWriteOut	1
o_RegWriteOut	1
o_rdOut	5
o_ReadData1_out	32
o_ALUSrcOut	1
o_ALUOpOut	4
o_RegDstOut	1
i_SignExtendResult_out	32
cell usage after synthesis:
cell / number
dfxtp_1: 153
final cells by class:
| class | instances | area (sq um) | area share |
|---|---|---|---|
| well taps | 229 | 286.5 | 0.04523 |
| clock buffers | 17 | 425.4 | 0.06715 |
| repair buffers | 306 | 2341 | 0.3695 |
| clock inverters | 14 | 178.9 | 0.02824 |
| flip-flops and latches | 153 | 3103 | 0.4898 |
path summary, 6_finish.rpt:
check / end / slack, ns
setup / recovery: i_SignExtendResult_out[15] / -0.04
hold / removal: o_ReadData1_out[0] / 0.22
per-stage QoR:
step | power, mW | cells | utilization | hold slack, ns | setup TNS [ns]
6_report | 13.87 | 719 | 0.3503 | 0.2209 | -2.353
3_3_place_gp | 7.868 | 688 | 0.3545 | 0.6489 | -0.2524
5_1_grt | 14.44 | 719 | 0.3503 | 0.1959 | -8.739
2_1_floorplan | 6.548 | 153 | - | 0.2277 | 0
3_5_place_dp | 7.869 | 688 | 0.3545 | 0.6516 | -0.2257
4_1_cts | 14.06 | 719 | 0.3476 | 0.2017 | -6.041
timing repair:
item                                    CTS  global route
endpoints found under the setup margin  153           153
gates resized                           544            18
gates cloned                              0             0
layer usage:
layer	vias up	routed length (microns)	global-route usage
li1	1123	-	-
met1	1084	3799	0.09258
met2	152	7005	0.1847
met3	14	1870	0.07361
met4	0	323	0.02338
met5	-	0	0
kinds of logic after synthesis:
family,after synthesis,synth area share
flops,153,1.000
where the power goes:
group	switching [mW]	leakage [nW]	total (mW)	internal [mW]
logic	0.177	1.22	0.908	0.731
clock network	2.67	0.287	6.45	3.78
registers	0.0727	1.29	6.51	6.43
Power figures rest on the tool's default switching activity, not on a simulated workload.
